$ cat /design/flow/config.mk
export PLATFORM = sky130hd
export DESIGN_NAME = VGA
export DESIGN_NICKNAME = VGA
export VERILOG_FILES = /design/flow/design.v
export SDC_FILE = /design/flow/constraint.sdc
export NUM_CORES = 4
export LEC_CHECK = 1
export CORE_AREA = 10 10 104 104
export DIE_AREA = 0 0 114 114
$ cat /design/flow/constraint.sdc
current_design VGA

set clk_period 1.1
set clk_io_pct 0.2

create_clock -name clk0 -period $clk_period [get_ports {clock}]

set non_clock_inputs [all_inputs -no_clocks]
set_input_delay [expr $clk_period * $clk_io_pct] -clock clk0 $non_clock_inputs
set_output_delay [expr $clk_period * $clk_io_pct] -clock clk0 [all_outputs]
$ cat /design/flow/design.v
module VGA(
   clock,
   switch,
   disp_RGB,
   hsync,
   vsync
);
input  clock;      
input  [1:0]switch;	 
output [2:0]disp_RGB;     
output  hsync;      
output  vsync;      
reg [9:0] hcount;      
reg [9:0] vcount;      
reg [2:0] data;		 
reg [2:0] h_dat;		 
reg [2:0] v_dat;		 
reg flag;
wire hcount_ov; 	 
wire vcount_ov; 	 
wire dat_act;		 
wire hsync;
wire vsync;
reg vga_clk; 		 
parameter hsync_end   = 10'd95,	  
   hdat_begin  = 10'd143,		 
   hdat_end  = 10'd783,			 
   hpixel_end  = 10'd799,		 
   vsync_end  = 10'd1,			 
   vdat_begin  = 10'd34,		 
   vdat_end  = 10'd514,			 
   vline_end  = 10'd524;		 
always @(posedge clock) 	 
begin
 vga_clk = ~vga_clk;		 
end
always @(posedge vga_clk)		 
begin
 if (hcount_ov)		 
  hcount <= 10'd0; 	 
 else
  hcount <= hcount + 10'd1;	 
end
assign hcount_ov = (hcount == hpixel_end);	 
always @(posedge vga_clk)
begin
 if (hcount_ov)	 
 begin
  if (vcount_ov)	 
   vcount <= 10'd0;	 
  else
   vcount <= vcount + 10'd1;	 
 end
end
assign  vcount_ov = (vcount == vline_end);	 
assign dat_act =    ((hcount >= hdat_begin) && (hcount < hdat_end))	 
     && ((vcount >= vdat_begin) && (vcount < vdat_end));		
assign hsync = (hcount > hsync_end);		 
assign vsync = (vcount > vsync_end);		 
assign disp_RGB = (dat_act) ?  data : 3'h00;       
always @(posedge vga_clk)
begin
 case(switch[1:0])
  2'd0: data <= h_dat;       
  2'd1: data <= v_dat;       
  2'd2: data <= (v_dat ^ h_dat);  
  2'd3: data <= (v_dat ~^ h_dat);  
 endcase
end
always @(posedge vga_clk)
begin
 if(hcount < 223)
  v_dat <= 3'h7;       
 else if(hcount < 303)
  v_dat <= 3'h6;    
 else if(hcount < 383)
  v_dat <= 3'h5;    
 else if(hcount < 463)
  v_dat <= 3'h4;     
 else if(hcount < 543)
  v_dat <= 3'h3;    
 else if(hcount < 623)
  v_dat <= 3'h2;    
 else if(hcount < 703)
  v_dat <= 3'h1;    
 else 
  v_dat <= 3'h0;    
end
always @(posedge vga_clk)
begin
 if(vcount < 94)
  h_dat <= 3'h7;         
 else if(vcount < 154)
  h_dat <= 3'h6;    
 else if(vcount < 214)
  h_dat <= 3'h5;    
 else if(vcount < 274)
  h_dat <= 3'h4;     
 else if(vcount < 334)
  h_dat <= 3'h3;    
 else if(vcount < 394)
  h_dat <= 3'h2;    
 else if(vcount < 454)
  h_dat <= 3'h1;    
 else 
  h_dat <= 3'h0;    
end
endmodule
$ cat /design/flow/run.sh
#!/bin/bash
# OpenROAD 26Q1-2900-gdf79404cd8, Yosys 0.63+post, stock flow scripts
make -C /OpenROAD-flow-scripts/flow DESIGN_CONFIG=/design/flow/config.mk WORK_HOME=/design/flow/orfs finish
==> out/results.tsv <==
stage	metric	value	unit
placement	GP Congestion	0.8398	
setup_path	crit path kind	reg2reg	
global_route	vias in the first global route	1313	
detailed_routing	Routed Antenna Nets	0	
logic_synthesis	Synth cell types	49	
power_and_ir_drop	power per cell area	32.79	nW/um^2
detailed_routing	ant diodes	0	
floorplanning	chip area	13000	sq um
final_timing	worst relative slew slack	57.94	%
clock_tree	postcts setup bufs	0	
placement	count of input and output buffers	7	
final_timing	Tcrit/Tclk final	40.88	%
logic_synthesis	Yosys top cell area share	21.77	%
detailed_routing	DRC	0	
logic_synthesis	# Cells Yosys	213	
setup_path	CP top delay family	flip-flops	
setup_path	Startpoint Class	flop	
logic_synthesis	syn avg cell area	8.635	sq um
logic_synthesis	Post-Syn Area	1839	sq um
setup_path	crit path DRT	0.99	ns
logic_synthesis	synth top area cells	dfxtp_1 22%, edfxtp_1 16%, xnor2_1 6.2%, nor2_1 3.9%, nand3_1 3.5%	
floorplanning	Core ar.	8678	sq um
finish	share of cells above drive strength 1	3.415	%
power_and_ir_drop	Lkg Pwr	0.6295	nW
global_route	Total GRT Usage	5.011	%
global_route	largest net degree at the start of global routing	30	
global_route	gr ovfl total	0	
setup_path	Max stage delay on crit path	0.30	ns
floorplanning	IO Pins	8	
logic_synthesis	Syn Inst Count	213	
detailed_routing	routed via count	1400	
clock_tree	later-pin clock latency in the skew report	0	ns
power_and_ir_drop	maximum vdd drop	0.1570	mV
detailed_routing	Avg Vias per Cell	4.473	
logic_synthesis	Post-synth EDFFs	10	
finish	most frequent cells in the layout	20 x dfxtp_1, 19 x nor2_1, 16 x nand2_1, 14 x inv_1	
logic_synthesis	Seq share, synth	38.10	%
power_and_ir_drop	total power	0.06375	mW
run_status	status	complete, no violations	
final_timing	register pins left without a clock	29	
logic_synthesis	top_reg_cell synth	dfxtp_1	
final_timing	Slew Limit Fails	0	
placement	DP HPWL	2.382	mm
logic_synthesis	synth warn	1	
finish	Commonest Layout Cell	dfxtp_1	
floorplanning	fp_density	21.19	%
detailed_routing	final wirelength	3.253	mm
final_timing	final setup violating endpoints	0	
final_timing	Setup TNS	0	ns
final_timing	RSZ-0062 raised after global routing	false	
setup_path	Setup crit end kind	flop	
logic_synthesis	asr flop ratio synth	0	%
flow_run	MaxCap Viol Count	0	
detailed_routing	initial DRC count	97	
logic_synthesis	leading area contributor after synthesis	dfxtp_1	
setup_path	CP max FO	2	
setup_path	Worst path slowest cell	dfxtp_1	
final_timing	Final Hold Fails	0	
setup_path	WP buf/inv	1	
floorplanning	Cell Rows	34	
logic_synthesis	#FFs+latches synth	30	
worst_hold_path	Tightest Hold Check Type	reg2reg	
flow_run	Log Warnings	31	
final_timing	Worst-Margin Slew	0.6309	ns
final_timing	minimum clock period	0.4497	ns
final_timing	endpoints left unconstrained	44	
setup_path	Critical Path AT	0.34	ns
logic_synthesis	post-synth area from yosys stat	1839	sq um
finish	fillers	962	
setup_path	worst-path cell chain	inv_1	
clock_tree	CTS Hold Bufs	0	
global_route	antenna violations before repair	0	
floorplanning	die width	114	um
clock_tree	Reg clk slew, reported paths	0	ns
final_timing	Max Fclk	2.224	GHz
detailed_routing	DRT Pass-1 Iters	4	
final_timing	clock skew	0	ns
clock_tree	# resized after CTS	0	
finish	area delta synth->final	5.714	%
detailed_routing	WL/cell	10.39	um
floorplanning	Die H	114	um
global_route	global-route wire length before repair	5.865	mm
setup_path	worst reg-to-reg setup slack	0.65	ns
[report_power, final]
part           internal (mW)  switching [mW]  leakage [nW]
clock                      0               0             0
sequential            0.0377               0         0.276
combinational         0.0130          0.0131         0.353
[metal layers]
metal,wire length (um),global-route usage (%),up-vias
met2,1340,7.707,7
met4,0,0,0
li1,-,-,743
met5,0,0,-
met1,1841,8.016,650
met3,72,0.3190,0
[state kept, by name, indices dropped and copies added, names as in the netlist]
name,count
h_dat,3
vga_clk,1
hcount,10
v_dat,3
data,3
vcount,10
[stage by stage]
| stage | hold WS, ns | util (%) | setup slack [ns] | instance area, sq um | std cells |
|---|---|---|---|---|---|
| 2_1_floorplan | 0.5775 | - | 0.2681 | 1839 | 213 |
| 3_3_place_gp | 0.3643 | 22.40 | 0.6451 | 1944 | 313 |
| 3_5_place_dp | 0.3629 | 22.40 | 0.6487 | 1944 | 313 |
| 4_1_cts | 0.3634 | 22.40 | 0.6482 | 1944 | 313 |
| 5_1_grt | 0.3785 | 22.40 | 0.6303 | 1944 | 313 |
| 6_report | 0.3610 | 22.40 | 0.6503 | 1944 | 313 |
[cells in the mapped netlist, types with 3 or more instances]
cell and instances:
or2_2 3, o311ai_0 4, nor3_1 12, o21ai_0 5, inv_1 14, xor2_1 3
o21bai_1 3, a21o_1 3, buf_6 5, nor2_1 19, dfxtp_1 20, a21boi_0 3
nor2b_1 3, nand3_1 13, clkbuf_1 7, nor4_1 3, nand2_1 16, nand4_1 3
a21oi_1 6, nand2b_1 5, edfxtp_1 10, xnor2_1 13, ha_1 5
[worst paths after layout]
| kind | startpoint | end | cells past startpoint |
|---|---|---|---|
| setup reg to reg | vga_clk$_DFF_P_ | vga_clk$_DFF_P_ | 1 |
| hold / removal | vga_clk$_DFF_P_ | vga_clk$_DFF_P_ | 1 |
| hold reg to reg | vga_clk$_DFF_P_ | vga_clk$_DFF_P_ | 1 |
| setup / recovery | vga_clk$_DFF_P_ | vga_clk$_DFF_P_ | 1 |
[cell families (layout without fill, tap and decap cells)]
family | Yosys count | after routing | synth area share, %
adder cells (fa/ha/maj) | 5 | 5 | 3.401
XOR/XNOR | 16 | 16 | 7.619
AND/OR/NAND/NOR | 89 | 89 | 24.90
AND-OR/OR-AND | 42 | 42 | 16.67
multiplexers | 1 | 1 | 0.6122
buffers and inverters | 30 | 22 | 8.707
flip-flops | 30 | 30 | 38.10
[layout make-up]
type / instances / area [sq um] / share of cell area, %
Tap cell: 108 / 135.1 / 6.950
Timing Repair Buffer: 8 / 77.57 / 3.990
Inverter: 14 / 52.55 / 2.703
Multi-Input combinational cell: 153 / 978.4 / 50.32
Sequential cell: 30 / 700.7 / 36.04
No activity file was given, so power comes from the tool's default toggle rates.
